--- ./design.v ---
module mult_for(out, a, b);
    parameter size = 8;
    output[2*size:1] out;
    input[size:1] a,b;  
    reg[2*size:1] out;
    integer i;
    always @(a or b) begin
        out = 0;
        for (i = 1; i <= size ; i++ ) begin
            if(b[i]) out = out + (a << (i-1)); 
        end
    end
endmodule
--- ./run.sh ---
#!/bin/bash
# OpenROAD 26Q1-2900-gdf79404cd8, Yosys 0.63+post, stock flow scripts
make -C /OpenROAD-flow-scripts/flow DESIGN_CONFIG=/design/flow/config.mk WORK_HOME=/design/flow/orfs finish
--- ./config.mk ---
export PLATFORM = sky130hd
export DESIGN_NAME = mult_for
export DESIGN_NICKNAME = mult_for
export VERILOG_FILES = /design/flow/design.v
export SDC_FILE = /design/flow/constraint.sdc
export NUM_CORES = 4
export LEC_CHECK = 1
export CORE_UTILIZATION = 40
--- ./constraint.sdc ---
current_design mult_for

set clk_period 25.6
set clk_io_pct 0.2

create_clock -name clk0 -period $clk_period

set non_clock_inputs [all_inputs -no_clocks]
set_input_delay [expr $clk_period * $clk_io_pct] -clock clk0 $non_clock_inputs
set_output_delay [expr $clk_period * $clk_io_pct] -clock clk0 [all_outputs]
==> impl_metrics.tcl <==
# place-and-route summary
set metrics [dict create \
    status "complete, no violations" \
    portBuffers 32 \
    cts_post_setup_buffers_inserted 0 \
    first_pass_iters 6 \
    p_int_uw 129 \
    num_rows 31 \
    wl_per_cell_um 14.2 \
    min_to "out[1]" \
    fmax_mhz 50.3 \
    pwr-share-seq_pct 0 \
    power.leakage_nw 1.61 \
    hp-class "input pin to output pin" \
    via_per_inst 5.50 \
    antenna_found_initial 0 \
    ys_seq_share_pct 0 \
    synthToLayoutAreaGrowth_pct 13.5 \
    yosys_cells 430 \
    drive_above_1_share_pct 4.19 \
    ant_nets 0 \
    power_frac_comb_pct 100.0 \
    rsz0062_at_grt "no" \
    cp.arrival_ns 14.77 \
    yosysWarningCount 1 \
    num-clock-buffers 0 \
    cp_common_cell "ha_1" \
    top_area_cell "ha_1" \
    max_slew_margin_pct 48.0 \
    final_util_pct 47.7 \
    grt_pass1_wl_um 13500 \
    gp_congestion 0.903 \
    hp-start "b[1]" \
    die-area_um2 8100 \
    io_pins 32 \
    peakVddDrop_v 0.0000224 \
    syn_area_um2 3100 \
    grt.total_usage_pct 20.3 \
    postCtsResizedCells 0 \
    top_cell_area_share_pct 23.4 \
    setup_viol 0 \
    power_density_nw_per_um2 72.6 \
    path_class "input pin to output pin" \
    drc 0 \
    coreArea_um2 7370 \
    tightestPinTransition_ns 0.777 \
    synth_cell_types 58 \
    die_w_um 90.0 \
    slowest_stage "clkdlybuf4s50_1" \
    worstPathMaxFanout 11 \
    avgSynthCellArea_um2 7.21 \
    hold_buffers 0 \
    fp_util_pct 42.1 \
    fin_setup_tns_ns 0 \
    whs_path_depth 3 \
    cap_violations 0 \
    crit_required_ns 20.48 \
    post-route-period-util_pct 77.7 \
    vias 3038 \
    power_frac_clock_pct 0 \
    grt_pass1_vias 2813 \
    hold_viol_final 0 \
    fp.dieH_um 90.0 \
    wirelength_um 7860 \
    min_period_ns 19.89 \
    p_sw_uw 126 \
    startpoint_type "input pin" \
    regArea_um2 0 \
    warnings 36 \
    ys_top_cells_by_area "ha_1, xnor2_1, a21oi_1, o21ai_0, fa_1" \
    antenna_cells 0 \
    dp.final_hpwl_um 6350 \
    swShare_pct 49.4 \
    flops 0 \
    slew_violations 0 \
    worst_setup_path_end_kind "output pin" \
    gr-total-overflow 0 \
    drt_iter0_drc 94 \
    cp_slowest_stage_delay_ns 0.71 \
    yosys_area_um2 3100 \
    netlist_instances 430 \
    grt_max_degree 23 \
]
-- Yosys cell counts, drive strengths merged, types with 5 or more instances --
library cell  count
ha               58
nor2             35
nand2            34
a21oi            32
o21ai            32
inv              31
xnor2            22
a21o             11
clkbuf           11
mux2             11
o21a             11
a31oi            10
xor2             10
nor2b             9
o211ai            9
nand3             8
nor3              8
and2              7
fa                7
mux2i             6
o21bai            6
and3              5
nand2b            5
-- cell usage in the layout, fill, tap and decap left out, drive strengths merged, types with 11 or more instances in the layout --
master,n
a21o,11
nor2,35
a21oi,32
o21ai,32
o21a,11
clkdlybuf4s50,32
ha,58
nand2,34
inv,31
xnor2,22
mux2,11
-- worst max path at each step --
stage	startpoint	endpoint	slack (ns)	cells after the start
final	a[2]	out[15]	5.71	40
after CTS	a[2]	out[15]	5.67	41
after global routing	a[2]	out[15]	4.90	42
-- metrics by stage --
step	area, um2	hold WS [ns]	cells	total power [mW]	setup WS [ns]
6_report	3520	11.47	552	0.255	5.71
5_1_grt	3520	11.52	552	0.290	4.90
4_1_cts	3520	11.46	552	0.255	5.67
3_5_place_dp	3520	11.46	552	0.253	5.68
3_3_place_gp	3520	11.47	552	0.253	5.75
2_1_floorplan	3100	10.32	430	0.188	7.88
-- power groups by stage --
stage | Clock, mW | Sequential, mW | Combinational (mW)
CTS | 0 | 0 | 0.255
finish | 0 | 0 | 0.255
global route | 0 | 0 | 0.290
-- cells by family (layout without fill, tap and decap cells) --
group,after synthesis,in the layout,share of synthesized area (%)
AND-OR/OR-AND,148,148,32.2
XOR/XNOR,32,32,9.04
adder cells (fa/ha/maj),65,65,27.9
buffers and inverters,44,67,5.45
multiplexers,17,17,6.18
AND/OR/NAND/NOR,124,124,19.2
-- routing by layer --
layer  part of all wire [%]  global-route usage [%]  vias up
li1                       -                       -     1638
met1                     58                    33.9     1360
met2                     40                    30.9       36
met3                    2.2                   0.172        4
met4                   0.24                   0.403        0
met5                      0                       0        -
-- final cells by class --
| type | count | area [um2] |
|---|---|---|
| Fill cell | 746 | 3850 |
| Multi-Input combinational cell | 386 | 2930 |
| Timing Repair Buffer | 35 | 343 |
| Tap cell | 99 | 124 |
| Inverter | 32 | 120 |
-- worst max-delay path: cells and delay by family --
family | cells | cell delay [ns]
buffers and inverters | 4 | 1.37
XOR/XNOR | 4 | 0.69
adder cells (fa/ha/maj) | 8 | 2.73
AND/OR/NAND/NOR | 5 | 1.11
AND-OR/OR-AND | 19 | 3.72
No activity file was given, so power comes from the tool's default toggle rates.
