--- /design/flow/config.mk ---
export PLATFORM = sky130hd
export DESIGN_NAME = mult_repeat
export DESIGN_NICKNAME = mult_repeat
export VERILOG_FILES = /design/flow/design.v
export SDC_FILE = /design/flow/constraint.sdc
export NUM_CORES = 4
export LEC_CHECK = 1
export CORE_UTILIZATION = 30
--- /design/flow/constraint.sdc ---
current_design mult_repeat

set clk_period 25.6
set clk_io_pct 0.2

create_clock -name clk0 -period $clk_period

set non_clock_inputs [all_inputs -no_clocks]
set_input_delay [expr $clk_period * $clk_io_pct] -clock clk0 $non_clock_inputs
set_output_delay [expr $clk_period * $clk_io_pct] -clock clk0 [all_outputs]
--- /design/flow/design.v ---
module mult_repeat(out, a, b);
    parameter size = 8;
    output[2*size:1] out;
    input[size:1] a,b;  
    reg[2*size:1] out;
    reg[2*size:1] temp_a;
    reg[size:1] temp_b;
    always @(a or b) begin
        out = 0;
        temp_a = a;
        temp_b = b;
        repeat(size) begin
            if(temp_b[1])
                out = out + temp_a;
            temp_a = temp_a << 1;
            temp_b = temp_b >> 1;  
        end
    end
endmodule
--- /design/flow/run.sh ---
#!/bin/bash
# OpenROAD 26Q1-2900-gdf79404cd8, Yosys 0.63+post, stock flow scripts
make -C /OpenROAD-flow-scripts/flow DESIGN_CONFIG=/design/flow/config.mk WORK_HOME=/design/flow/orfs finish
==> impl_metrics.toml <==
# generated from flow reports
[status]
outcome = "finished clean"

[worst_setup_path]
cpMaxStageDelayCell = "clkdlybuf4s50_1"
cp.required_ps = 20480
cp-start-kind = "primary input"
crit_buf_inv = 4
slowest_delay_ps = 670
cp.depth = 41
cp-end-kind = "primary output"
crit_fanout = 11
cp_top_family = "AND-OR/OR-AND gates"
crit_top_cell = "ha_1"
critical_path_class = "primary input to primary output"
critical_path_arrival_ps = 14690

[floorplanning]
fp_util_pct = 31.3
die_h_um = 104
die_w_um = 104
ios = 32
core_um2 = 9910
fp-row-count = 36
dieArea_um2 = 10700

[final_layout]
layout-drive-gt1-share_pct = 3.77
lay_top_count = "ha_1"
nClkBuffers = 0
ff_count = 0
seq_area_um2 = 0
area_growth_pct = 14.4
final_cell_mix = "58 x ha_1, 35 x nor2_1, 34 x nand2_1, 32 x a21oi_1, 32 x clkdlybuf4s50_1"
n_fill_cell = 1024
stdcell_area_um2 = 3540

[global_routing]
grt_pass1_wl_mm = 14.1
grt_pass1_vias = 2874
overflow = 0
antenna_found_initial = 0
grt_max_degree = 23
track_usage_pct = 15.9

[pwr]
p_int_uw = 129
comb_power_share_pct = 100.0
pwr-share-clk_pct = 0
powerDensity_nw_per_um2 = 72.5
peakVddDrop_uv = 36.6
post-layout-total-power_uw = 257
p_leak_uw = 0.00160
power_frac_seq_pct = 0
sw_frac_of_total_pct = 49.7
netSwitchingPower_uw = 128

[synthesis]
syn_area_per_cell_um2 = 7.21
synth_area_leader_cell = "ha_1"
ys_sh_simple_pct = 19.2
ys_cells = 430
postSynthCellCount = 430
yosys_warnings = 1
ys_top_logic_family = "AND-OR/OR-AND gates"
muxShareOfSynthArea_pct = 6.18
ys_types = 58
ys_area_um2 = 3100
ys_seq_share_pct = 0
yosys.area_share.adder_pct = 27.9
synth.area.top_cells = "ha_1 23%, xnor2_1 6.2%, a21oi_1 5.2%"
synth_top_area_share_pct = 23.4
ys_sh_xor_pct = 9.04
syn_area_um2 = 3100
aoi_share_pct = 32.2

[sta]
period_needed_ps = 19810
grt_setup_unrepaired = "false"
maxSlewViolCount = 0
timing.setup.tns_ps = 0
finalSetupViolations = 0
relSlewSlack_pct = 46.5
hold_violations = 0
worst_slew_pin_slew_ps = 800
setup_ws_ps = 5790
max_clock_freq_ghz = 0.0505
period_used_pct = 77.4

[routing]
remaining_drc_errors = 0
vias = 3096
firstDrtPassIters = 4
routed_wl_mm = 8.21
wl_per_cell_um = 14.1
final_antenna_net_count = 0
antennaDiodeCount = 0
viasPerCell = 5.30
drt_iter0_markers = 153

[clocking]
cts_setup_buffers = 0
holdBufCountCts = 0
cts_resized = 0

[run]
drv_cap = 0
openroad.warnings = 36

[min_path]
min_path_cells = 3
hold_path.class = "primary input to primary output"

[placed_design]
dpl_worst_slack_ps = 5790
dp_hpwl_mm = 6.61
port_buffers = 32
place_area_um2 = 3540
gp_congestion = 0.897
## kinds of logic after synthesis
kind of cell,Yosys count
compound gates,148
xor+xnor,32
fa+ha+maj,65
buf+inv,44
mux,17
simple gates,124
## metal layers
metal  part of all wire, %  global-route usage, %  wire [um]
met5                     0                      0          0
met4                   1.1                   1.35         90
met3                   2.7                   1.35        224
met2                    42                   25.1       3430
met1                    54                   24.5       4460
## area by class of cell
type | count | area, um2 | share of cell area [%]
inverter | 32 | 120 | 3.39
multi-input combinational | 386 | 2930 | 82.7
tap | 133 | 166 | 4.69
timing repair buffer | 33 | 328 | 9.25
## cell usage after synthesis, types with 7 or more instances
cell / number
and2_1: 7
nand2_1: 34
nand3_1: 8
ha_1: 58
inv_1: 31
fa_1: 7
o21ai_0: 30
a21oi_1: 32
clkbuf_1: 11
nor3_1: 8
nor2_1: 35
xor2_1: 10
a31oi_1: 10
nor2b_1: 9
o21a_1: 11
mux2_2: 9
a21o_1: 11
o211ai_1: 9
xnor2_1: 22
## power groups by stage
stage	sequential, uW	combinational (uW)	clock, uW
CTS	0	257	0
global route	0	292	0
finish	0	257	0
## per-stage QoR
stage / utilization [%] / instances / hold slack, ps
floorplan: - / 430 / 10320
global placement: 35.8 / 584 / 11480
detailed placement: 35.8 / 584 / 11480
CTS: 35.8 / 584 / 11490
global route: 35.8 / 584 / 11540
finish: 35.8 / 584 / 11470
## tightest hold or removal path: stages
cell	delay (ps)
clkdlybuf4s50_1	600
and2_1	240
clkdlybuf4s50_1	390
## final timing paths
| check | start | to | slack [ps] |
|---|---|---|---|
| worst max-delay path | a[2] | out[15] | 5790 |
| worst min-delay path | b[1] | out[1] | 11470 |
Power figures rest on the tool's default switching activity, not on a simulated workload.
